===== flow/run.sh =====
#!/bin/bash
# OpenROAD 26Q1-2900-gdf79404cd8, Yosys 0.63+post, stock flow scripts
make -C /OpenROAD-flow-scripts/flow DESIGN_CONFIG=/design/flow/config.mk WORK_HOME=/design/flow/orfs finish

===== flow/config.mk =====
export PLATFORM = sky130hd
export DESIGN_NAME = ALU
export DESIGN_NICKNAME = ALU
export VERILOG_FILES = /design/flow/design.v
export SDC_FILE = /design/flow/constraint.sdc
export NUM_CORES = 4
export LEC_CHECK = 1
export CORE_UTILIZATION = 40

===== flow/constraint.sdc =====
current_design ALU

set clk_period 8.5
set clk_io_pct 0.2

create_clock -name clk0 -period $clk_period

set non_clock_inputs [all_inputs -no_clocks]
set_input_delay [expr $clk_period * $clk_io_pct] -clock clk0 $non_clock_inputs
set_output_delay [expr $clk_period * $clk_io_pct] -clock clk0 [all_outputs]

===== flow/design.v =====
`timescale 1ns / 1ps
module ALU(
    input [15:0] A,
    input [15:0] B,
    input [2:0] AL_S,
    input C_in,            
    output reg [15:0] R,
    output reg C,          
    output reg Z           
);
    always @(*) begin
        case (AL_S)
            3'b000: begin   
                {C, R} = A + B;
            end
            3'b001: begin   
                {C, R} = A - B;
            end
            3'b010: begin   
                {C, R} = A + 16'h0001;
            end
            3'b011: begin   
                {C, R} = A - 16'h0001;
            end
            3'b100: begin   
                {C, R} = {A[15], A[14:0], 1'b0};
            end
            3'b101: begin   
                C = A[0];           
                R = {C_in, A[15:1]};  
            end
            default: begin
                R = 16'h0000;
                C = 1'b0;
            end
        endcase
        Z = (R == 16'h0000) ? 1'b1 : 1'b0;
    end
endmodule

==> metrics.log <==
[flow] collecting metrics
INFO  metric status = finished, final reports clean
INFO  metric pre_cts_ws = 1.19 ns
INFO  metric num-clock-buffers = 0
INFO  metric worstHoldPathType = in -> out
INFO  metric max_slew_margin = 0.554
INFO  metric dieWidth = 87.5 um
INFO  metric setup_crit_path_kind = in -> out
INFO  metric chipHeight = 87.5 um
INFO  metric path_buffers = 3
INFO  metric unique_masters_post_synth = 78
INFO  metric sequential_cell_count_of_the_final_layout = 0
INFO  metric grt_pass1_vias = 2,957
INFO  metric proportion_of_layout_cells_with_a_drive_suffix_above_1 = 0.0602
INFO  metric total_of_hold_buffers_inserted_after_clock_tree_synthesis = 0
INFO  metric cell_internal_pwr = 0.0992 mW
INFO  metric setup-tns-final = 0 ns
INFO  metric worst-path-max-fanout = 9
INFO  metric routed_wire_length_per_instance = 16.1 um
INFO  metric detailed_router_s_first_iteration_violation_count = 209
INFO  metric global_route.usage.total = 0.246
INFO  metric ir_drop = 0.0000395 V
INFO  metric timing.final.hold_violations = 0
INFO  metric power_leakage = 1.44 nW
INFO  metric syn-instance-count = 435
INFO  metric antenna_found_initial = 0
INFO  metric p_clk_frac = 0
INFO  metric critical_path.cell_chain = clkdlybuf4s50_1 -> inv_1 -> fa_1 -> or2_4 -> a221oi_4 -> a2111oi_4 -> o32a_1 -> nand2_1 -> a21oi_1 -> or4b_1 -> nand4bb_1 -> nor4_2 -> clkdlybuf4s50_1
INFO  metric required = 6.80 ns
INFO  metric setup_viol_count_final = 0
INFO  metric startpoint_type = input port
INFO  metric design_power_total = 0.216 mW
INFO  metric synth_warnings = 1
INFO  metric share_seq_of_total_power = 0
INFO  metric critical_path.top_delay_family = buffers and inverters
INFO  metric maxSlewViolCount = 0
INFO  metric cp_capture_type = output pin
INFO  metric floorplan.io_pins = 54
INFO  metric cts_repair_resize_count = 0
INFO  metric detail_route.drc_violations = 0
INFO  metric vias_per_cell = 5.96
INFO  metric count_of_tool_warnings = 50
INFO  metric timing.max_cap.violations = 0
INFO  metric fp.coreArea = 6910 sq um
INFO  metric post_cts_buffers = 0
INFO  metric first_pass_iters = 5
INFO  metric detail-route-antenna-nets = 0
INFO  metric routed_wl = 9.05 mm
INFO  metric timing.critical_path.slowest_stage_cell = sky130_fd_sc_hd__clkdlybuf4s50_1
INFO  metric cpPeakStageDelay = 0.63 ns
INFO  metric register_share_after_synthesis = 0
INFO  metric insertedDiodeCount = 0
INFO  metric worst_hold_slack = 4.43 ns
INFO  metric first_pass_grt_wire_length = 14.9 mm
INFO  metric synthesis.area = 2920 sq um
INFO  metric syn2layout_area_growth = 18.9%
INFO  metric timing.critical_path.arrival = 5.61 ns
INFO  metric routabilityCongestion = 0.897
INFO  metric switching_share = 0.541
INFO  metric yosys_cells = 435
INFO  metric worstMarginPinSlew = 0.667 ns
INFO  metric design.die.area = 7650 sq um
INFO  metric finalWorstSetupSlack = 1.19 ns
INFO  metric grt-ovfl-total = 0
INFO  metric hpwl = 7.00 mm
INFO  metric power.share.combinational = 1.000
INFO  metric crit_path_frequent_cell = sky130_fd_sc_hd__clkdlybuf4s50_1
INFO  metric finalCriticalPeriod = 7.31 ns
INFO  metric grt_max_degree = 39
INFO  metric ratio_of_total_power_to_cell_area = 62.2 nW/um^2
INFO  metric unrepaired_setup_endpoints_after_global_routing = false
INFO  metric synth.avg_cell_area = 6.72 sq um
INFO  metric min_period_over_period = 0.861
INFO  metric rows = 30
INFO  metric netSwitchingPower = 0.117 mW
INFO  metric buffer_ports.inserted = 54
INFO  metric yosys-stat-area = 2920 sq um
INFO  metric register_area = 0 sq um
INFO  metric achievable-frequency = 137 MHz
INFO  metric count_of_vias_placed_by_the_detailed_router = 3,343
INFO  metric initial_core_util = 0.423
[power groups by stage]
stage | clock, mW | combinational (mW) | sequential [mW]
finish | 0 | 0.216 | 0
CTS | 0 | 0.215 | 0
global route | 0 | 0.238 | 0
[cell usage after synthesis (all sizes together) (8+ instances only)]
cell    count  area share
a21oi      25       0.043
a31oi      11       0.024
buf        18       0.033
clkbuf     10       0.013
ha         35        0.15
inv        38       0.049
mux2i      14       0.048
nand2      34       0.044
nand2b     10       0.021
nand3      11       0.021
nor2       46       0.059
nor3       17       0.031
o21ai      25       0.047
o31ai       8       0.022
xnor2      15       0.045
[cell type report]
type,instances,area (sq um)
Timing Repair Buffer,58,566
Inverter,38,143
Fill cell,724,3430
Tap cell,96,120
Multi-Input combinational cell,369,2650
[cells in the final DEF, fill, tap and decap left out, types with 14 or more instances in the layout]
| cell | instances |
|---|---|
| sky130_fd_sc_hd__nor3_1 | 16 |
| sky130_fd_sc_hd__xnor2_1 | 15 |
| sky130_fd_sc_hd__nor2_1 | 46 |
| sky130_fd_sc_hd__a21oi_1 | 25 |
| sky130_fd_sc_hd__mux2i_1 | 14 |
| sky130_fd_sc_hd__nand2_1 | 34 |
| sky130_fd_sc_hd__ha_1 | 35 |
| sky130_fd_sc_hd__clkdlybuf4s50_1 | 53 |
| sky130_fd_sc_hd__inv_1 | 34 |
| sky130_fd_sc_hd__o21ai_0 | 19 |
[layer usage]
layer,vias up,track usage,part of all wire
li1,1675,-,-
met1,1537,0.387,0.49
met2,117,0.378,0.43
met3,14,0.0163,0.061
met4,0,0.0313,0.015
met5,-,0,0
[kinds of logic after synthesis]
group | after synthesis | share of synthesized area
fa+ha+maj | 37 | 0.164
mux | 14 | 0.0480
buf+inv | 66 | 0.0942
compound gates | 138 | 0.352
xor+xnor | 21 | 0.0630
simple gates | 159 | 0.279
[path summary, 6_finish.rpt]
path	startpoint	endpoint	slack [ns]	depth (start not counted)
setup / recovery	A[1]	Z	1.19	13
hold / removal	AL_S[0]	Z	4.43	5
[metrics by stage]
step	area [sq um]	util	std cells
global placement	3470	0.503	561
detailed placement	3470	0.503	561
finish	3470	0.503	561
global route	3470	0.503	561
CTS	3470	0.503	561
floorplan	2920	-	435
No activity file was given, so power comes from the tool's default toggle rates.
