### flow/config.mk
export PLATFORM = sky130hd
export DESIGN_NAME = seg7_control
export DESIGN_NICKNAME = seg7_control
export VERILOG_FILES = /design/flow/design.v
export SDC_FILE = /design/flow/constraint.sdc
export NUM_CORES = 4
export LEC_CHECK = 1
export CORE_AREA = 10 10 102 102
export DIE_AREA = 0 0 112 112
### flow/constraint.sdc
current_design seg7_control

set clk_period 2.3
set clk_io_pct 0.2

create_clock -name clk0 -period $clk_period [get_ports {clk}]

set non_clock_inputs [all_inputs -no_clocks]
set_input_delay [expr $clk_period * $clk_io_pct] -clock clk0 $non_clock_inputs
set_output_delay [expr $clk_period * $clk_io_pct] -clock clk0 [all_outputs]
### flow/design.v
`timescale 1ns / 1ps
module seg7_control(
    input clk,
    input rst,
    input [15:0] result,
    output reg [6:0] seg,       
    output reg [3:0] an        
);
    wire [3:0] ones;
    wire [3:0] tens;
    wire [3:0] hundreds;
    wire [3:0] thousands;
    assign ones      = result[3:0];
    assign tens      = result[7:4];
    assign hundreds  = result[11:8];
    assign thousands = result[15:12];
    parameter ZERO    = 7'b1000000;   
    parameter ONE     = 7'b1111001;   
    parameter TWO     = 7'b0100100;   
    parameter THREE   = 7'b0110000;   
    parameter FOUR    = 7'b0011001;   
    parameter FIVE    = 7'b0010010;   
    parameter SIX     = 7'b0000010;   
    parameter SEVEN   = 7'b1111000;   
    parameter EIGHT   = 7'b0000000;   
    parameter NINE    = 7'b0010000;   
    parameter A       = 7'b0001000;   
    parameter B       = 7'b0000011;   
    parameter C       = 7'b1000110;   
    parameter D       = 7'b0100001;   
    parameter E       = 7'b0000110;   
    parameter F       = 7'b0001110;   
    reg [1:0] digit_select;      
    reg [16:0] digit_timer;      
    always @(posedge clk) begin
        if(rst) begin
            digit_select <= 0;
            digit_timer <= 0; 
        end
        else begin                  
            if(digit_timer == 99_999) begin       
                digit_timer <= 0;                
                digit_select <= digit_select + 1;
            end
            else begin
                digit_timer <= digit_timer + 1;
            end
        end
    end
    always @* begin
        case(digit_select) 
            2'b00 : begin
                an = 4'b1110;  
                case(ones)
                    4'h0: seg = ZERO; 4'h1: seg = ONE; 4'h2: seg = TWO;   4'h3: seg = THREE;
                    4'h4: seg = FOUR; 4'h5: seg = FIVE; 4'h6: seg = SIX;   4'h7: seg = SEVEN;
                    4'h8: seg = EIGHT;4'h9: seg = NINE; 4'hA: seg = A;     4'hB: seg = B;
                    4'hC: seg = C;    4'hD: seg = D;    4'hE: seg = E;     4'hF: seg = F;
                    default: seg = 7'b1111111;  
                endcase
            end
            2'b01 : begin
                an = 4'b1101;  
                case(tens)
                    4'h0: seg = ZERO; 4'h1: seg = ONE; 4'h2: seg = TWO;   4'h3: seg = THREE;
                    4'h4: seg = FOUR; 4'h5: seg = FIVE; 4'h6: seg = SIX;   4'h7: seg = SEVEN;
                    4'h8: seg = EIGHT;4'h9: seg = NINE; 4'hA: seg = A;     4'hB: seg = B;
                    4'hC: seg = C;    4'hD: seg = D;    4'hE: seg = E;     4'hF: seg = F;
                    default: seg = 7'b1111111;  
                endcase
            end
            2'b10 : begin
                an = 4'b1011;  
                case(hundreds)
                    4'h0: seg = ZERO; 4'h1: seg = ONE; 4'h2: seg = TWO;   4'h3: seg = THREE;
                    4'h4: seg = FOUR; 4'h5: seg = FIVE; 4'h6: seg = SIX;   4'h7: seg = SEVEN;
                    4'h8: seg = EIGHT;4'h9: seg = NINE; 4'hA: seg = A;     4'hB: seg = B;
                    4'hC: seg = C;    4'hD: seg = D;    4'hE: seg = E;     4'hF: seg = F;
                    default: seg = 7'b1111111;  
                endcase
            end
            2'b11 : begin
                an = 4'b0111;  
                case(thousands)
                    4'h0: seg = ZERO; 4'h1: seg = ONE; 4'h2: seg = TWO;   4'h3: seg = THREE;
                    4'h4: seg = FOUR; 4'h5: seg = FIVE; 4'h6: seg = SIX;   4'h7: seg = SEVEN;
                    4'h8: seg = EIGHT;4'h9: seg = NINE; 4'hA: seg = A;     4'hB: seg = B;
                    4'hC: seg = C;    4'hD: seg = D;    4'hE: seg = E;     4'hF: seg = F;
                    default: seg = 7'b1111111;  
                endcase
            end
            default: begin
                an = 4'b1111;  
                seg = 7'b1111111;  
            end
        endcase
    end
endmodule
### flow/run.sh
#!/bin/bash
# OpenROAD 26Q1-2900-gdf79404cd8, Yosys 0.63+post, stock flow scripts
make -C /OpenROAD-flow-scripts/flow DESIGN_CONFIG=/design/flow/config.mk WORK_HOME=/design/flow/orfs finish
==> metrics.csv <==
metric,value,unit
end of the worst hold path,digit_timer[0],
Hold Path Origin,digit_timer[0],
I/O pin cnt,29,
Root Driver,clkbuf_8,
Worst Tran Pin Value,507.1,ps
DR pass1 iterations,4,
CP Capture Type,primary output,
Worst Hold Class,reg2reg,
r2r startpoint,digit_timer[0],
std cell rows,33,
Wirelength per Cell,11.93,µm
crit path launch type,input port,
port bufs,28,
Tcrit/Tclk final,96.60,%
crit path max fanout,4,
FP Core Util,26.83,%
clock buffer count from CTS,3,
first-pass GRT wire length,9.432,mm
prevailing post-synth register cell,dfxtp_1,
DIE HEIGHT,112,µm
total of max-cap violations,0,
synth warn,1,
tool warnings,55,
total wire length,5.442,mm
TritonCTS clock tree,yes,
R2R depth,5,
RePlAce Congestion,0.8882,
grt ovf,0,
number of global-route vias before repair,2051,
total track usage,8.500,%
pwr dens,275.5,nW/µm²
DRC viols,0,
Area Growth Syn to Fin,42.05,%
DIE WIDTH,112,µm
Min-Delay Path Depth,1,
Synth flops,19,
FMAX,450.1,MHz
Synth Seq Share,17.25,%
Final ANT Viol Nets,0,
DP HPWL,4.240,mm
Setup CP Type,in2out,
top layer in use,met3,
Final min period,2222,ps
Netlist Area Pre-Place,2205,µm²
# Cells Yosys,273,
max-slew violation count,0,
initial antenna violation count,0,
Clock Path Buffers,2,
clk latency late pin,250,ps
Final Setup Violations,0,
Vias/cell,4.627,
Fin. Hold Viols,0,
"Avg Cell Area, Syn",8.076,µm²
R2R Path End,digit_timer[16],
Vias,2110,
Worst Skew,5.392,ps
relative slew slack,65.72,%
area of placed instances,2897,µm²
Synth Instances,273,
Worst EP arrival,1760,ps
clk slew on worst S/H paths,60,ps
metal3 WL,184,µm
Yosys Chip Area,2205,µm²
DR WL met2,2.502,mm
placed cells,439,
total negative slack,0,ps
Leak,0.001366,µW
DRC marker count from the first detailed-route iteration,45,
core area,8217,µm²
register-to-register setup slack,580,ps
Final Cell Area,3132,µm²
Post-synth ARST share,0,%
clk sinks,19,
crit path DRT,1840,ps
H-tree depth,1,
Final Total Pwr,862.8,µW
number of enable flip-flop cells,0,
layout cell share with drive strength beyond 1,36.18,%
status,"finished, final reports clean",
diodes inserted,0,
Non-Filler Instances,456,
Peak VDD IR,0.0004639,V
largest net degree at the start of global routing,17,
chip area,12540,µm²
Yosys cell types,48,
DRT met1 WL,2.756,mm
[where the power goes]
| group | switching, µW | leakage (µW) | total, µW | internal [µW] |
|---|---|---|---|---|
| clock network | 99.6 | 0.0000228 | 222 | 123 |
| logic | 143 | 0.00119 | 303 | 160 |
| registers | 4.22 | 0.000154 | 338 | 334 |
| total | 247 | 0.00137 | 863 | 616 |
[sequential cells by signal, indices dropped and copies added, names as in the netlist]
name	flops
digit_timer	17
digit_select	2
[worst max-delay path, stage by stage]
cell     delay, ps
buf_4          140
inv_4           60
ha_4           250
inv_1           30
mux4_2         440
a32oi_1        170
a22oi_1         80
buf_2          130
[synth_stat cells (7+ instances only)]
cell type,count,area (µm²)
nand2_1,22,82.58
xor2_1,7,61.31
buf_2,7,35.03
mux2i_1,11,110.1
ha_1,35,437.9
xnor2_1,7,61.31
nor2b_1,7,43.79
a21oi_1,10,50.05
dfxtp_1,19,380.4
o21ai_0,12,60.06
inv_1,21,78.83
nor2_2,8,50.05
nor2_1,14,52.55
nand3_1,8,40.04
[layer usage]
| metal | vias to the layer above | GRT usage (%) |
|---|---|---|
| met5 | - | 0 |
| met4 | 0 | 0.2538 |
| met3 | 0 | 1.194 |
| met2 | 27 | 13.60 |
| met1 | 954 | 12.51 |
| li1 | 1129 | - |
[metrics by stage]
stage          util (%)  hold WS (ps)  worst slack, ps
2_1_floorplan         -         429.6            379.0
3_3_place_gp      35.25         444.4           -682.2
3_5_place_dp      35.25         452.7           -714.2
4_1_cts           37.98         468.1           -11.08
5_1_grt           38.11         510.4           -3.057
6_report          38.11         460.7            78.11
[layout make-up]
class	instances	area [µm²]
well taps	105	131.4
clock buffers	4	45.04
flip-flops and latches	19	380.4
repair buffers	89	675.6
inverters	21	83.83
multi-input cells	218	1815
fillers	815	5085
[repair_timing]
item | 4_1_cts | 5_1_grt
resized | 82 | 31
hold buffers | 0 | 0
setup endpoints to repair | 7 | 7
pin swaps | 24 | 10
setup buffers | 13 | 0
gates cloned | 1 | 0
endpoints found under the hold margin | 0 | 0
[worst max-delay path by stage]
stage | endpoint | start | slack (ps)
after CTS | seg[2] | result[13] | -10
after global routing | seg[3] | result[12] | -3
final | seg[3] | result[12] | 80
[cell usage in the layout (no fill, tap or decap), types with 3 or more instances in the layout]
cell and instances:
buf_4 57, nand2_1 22, ha_1 21, dfxtp_1 19, inv_1 14, nor2_1 14, o21ai_0 10, mux2i_1 10
a21oi_1 9, buf_2 9, nand3_1 8, nor2_2 8, xnor2_1 7, xor2_1 7, ha_2 7, ha_4 7
clkbuf_2 7, o211ai_1 6, clkdlybuf4s50_1 6, inv_2 5, a21o_1 5, nand2b_1 5, nand4_1 5, buf_6 5
a32oi_1 4, a31oi_1 4, nor3_1 4, nor2b_1 4, and4_1 4, a22oi_1 3, nor2b_2 3, clkbuf_8 3
[cells by family after synthesis]
| logic type | synth area share, % |
|---|---|
| buf+inv | 7.208 |
| compound gates | 19.64 |
| simple gates | 23.95 |
| xor+xnor | 5.562 |
| mux | 6.527 |
| flops | 17.25 |
| fa+ha+maj | 19.86 |
Power figures rest on the tool's default switching activity, not on a simulated workload.
