<file path="design/flow/design.v">
`timescale 1ns / 1ps
module register_file(
    input clk,
    input reset,
    input [2:0] rf_addr,
    input R_L,          
    input R_E,          
    input [15:0] data_in,
    output [15:0] data_out,
    output [15:0] result
);
    reg [15:0] RA, RB, RC, RD, RE, RF, RG, RH;
    assign result = RD;
    always @(posedge clk) begin
        if (reset) begin
            RA <= 16'h0000;
            RB <= 16'h0000;
            RC <= 16'h0000;
            RD <= 16'h0000;
            RE <= 16'h0000;
            RF <= 16'h0000;
            RG <= 16'h0000;
            RH <= 16'h0000;
        end else if (R_L) begin  
            case (rf_addr)
                3'b000: RA <= data_in;
                3'b001: RB <= data_in;
                3'b010: RC <= data_in;
                3'b011: RD <= data_in;
                3'b100: RE <= data_in;
                3'b101: RF <= data_in;
                3'b110: RG <= data_in;
                3'b111: RH <= data_in;
            endcase
        end
    end
    assign data_out = (R_E) ? (
        (rf_addr == 3'b000) ? RA :
        (rf_addr == 3'b001) ? RB :
        (rf_addr == 3'b010) ? RC :
        (rf_addr == 3'b011) ? RD :
        (rf_addr == 3'b100) ? RE :
        (rf_addr == 3'b101) ? RF :
        (rf_addr == 3'b110) ? RG :
        (rf_addr == 3'b111) ? RH :
        16'h0000  
    ) : 16'h0000;  
endmodule
</file>
<file path="design/flow/run.sh">
#!/bin/bash
# OpenROAD 26Q1-2900-gdf79404cd8, Yosys 0.63+post, stock flow scripts
make -C /OpenROAD-flow-scripts/flow DESIGN_CONFIG=/design/flow/config.mk WORK_HOME=/design/flow/orfs finish
</file>
<file path="design/flow/config.mk">
export PLATFORM = sky130hd
export DESIGN_NAME = register_file
export DESIGN_NICKNAME = register_file
export VERILOG_FILES = /design/flow/design.v
export SDC_FILE = /design/flow/constraint.sdc
export NUM_CORES = 4
export LEC_CHECK = 1
export CORE_UTILIZATION = 40
</file>
<file path="design/flow/constraint.sdc">
current_design register_file

set clk_period 4.0
set clk_io_pct 0.2

create_clock -name clk0 -period $clk_period [get_ports {clk}]

set non_clock_inputs [all_inputs -no_clocks]
set_input_delay [expr $clk_period * $clk_io_pct] -clock clk0 $non_clock_inputs
set_output_delay [expr $clk_period * $clk_io_pct] -clock clk0 [all_outputs]
</file>
==> impl_metrics.json <==
{
  "wl_per_cell_um": 18.00,
  "worstPathRequired_ps": 3200,
  "vias": 5242,
  "syn_to_final_growth_pct": 16.27,
  "slew_headroom_pct": 40.39,
  "ant_nets": 0,
  "cts-resized-gates": 0,
  "rsz0062_at_grt": "false",
  "grt_pass1_vias": 4837,
  "fin_area_um2": 7188,
  "warnings": 25,
  "clock-sinks": 128,
  "vias_per_cell": 5.512,
  "area_leaders": "dfxtp_1 (41%), nand2_1 (16%), a21oi_1 (12%), mux2_4 (6.1%), mux2_2 (5.1%)",
  "setup_violations": 0,
  "num_io_pins": 55,
  "slew_viol_final": 0,
  "drt_first_pass_iters": 7,
  "clock_tree.htree_level_count": 4,
  "p_int_mw": 2.433,
  "fin_ws_ps": 276.0,
  "core-area_um2": 15150,
  "status": "complete, no violations",
  "worst_path_most_repeated_cell": "clkdlybuf4s50_1",
  "syn_avg_cell_area_um2": 8.332,
  "share_seq_of_total_power_pct": 41.9,
  "synthCells": 742,
  "yosysTopAreaCell": "dfxtp_1",
  "cts.clk_slew.worst_paths_ps": 60,
  "clock_latency_ps": 400,
  "grt-ovfl-total": 0,
  "grt_antenna_before_repair": 0,
  "final_common_cell": "nand2_1",
  "clockBufferDepth": 2,
  "syn_area_um2": 6182,
  "power_switching_mw": 0.7074,
  "place_area_um2": 6579,
  "cts_setup_buffers": 0,
  "grt_max_degree": 58,
  "io_buffers": 54,
  "p_comb_share_pct": 8.1,
  "ir_drop_mv": 0.2934,
  "row_count": 45,
  "fin_util_pct": 47.46,
  "yosysWarnings": 1,
  "path_cells": "clkdlybuf4s50_1 > nor3b_4 > buf_12 > a22oi_1 > a21oi_1 > clkdlybuf4s50_1",
  "ys_seq_share_pct": 41.45,
  "first_iter_violations": 432,
  "grt_first_pass_wirelength_um": 26660,
  "top_area_share_pct": 41.45,
  "cts-root-buf": "clkbuf_16",
  "cts_tree": "built",
  "holdCritPathClass": "reg -> reg",
  "dp_hpwl_um": 10810,
  "synth_cell_types": 32,
  "worstMarginPinSlew_ps": 893.5,
  "fin_crit_sh_pct": 93.10,
  "diodes": 0,
  "max_clock_freq_mhz": 268.5,
  "crit_fanout": 26,
  "p_sw_share_pct": 22.53,
  "cpPeakStageDelay_ps": 570,
  "leakagePower_nw": 2.497,
  "drv_cap": 0,
  "numCtsBuffers": 17,
  "preCtsSetupSlack_ps": 339.9,
  "yosys_cells": 742,
  "worstSetupPathType": "in -> out",
  "hold_viol_final": 0,
  "pwr-share-clk_pct": 49.9,
  "initCoreUtil_pct": 40.82,
  "fin_tns_setup_ps": 0,
  "cp_top_family": "buffers and inverters",
  "grt_util_all_layers_pct": 22.44,
  "yosysChipArea_um2": 6182,
  "lay_top_cells": "nand2_1 (256), a21oi_1 (144), dfxtp_1 (128)",
  "globalplace.congestion": 0.8481,
  "cp_num_buf_inv": 3,
  "drcViolationCount": 0,
  "die_area_um2": 15960,
  "ys_ff": 128,
  "worst_ep_arrival_time_ps": 2920,
  "period_needed_ps": 3724,
  "ctsHoldBuffers": 0,
  "cp_slowest_cell": "clkdlybuf4s50_1",
  "finClkSkew_ps": 0,
  "wirelength_um": 17120,
  "die_h_um": 126.3,
  "cp-start-kind": "input pin",
  "critPathCaptureType": "primary output",
  "drive_gt1_share_pct": 14.68,
  "p_per_area_nw_per_um2": 436.8,
  "die_w_um": 126.3
}
-- state kept, by name (all words and copies together), names as in the netlist --
| register | cells |
|---|---|
| RG | 16 |
| RA | 16 |
| RF | 16 |
| RH | 16 |
| RD | 16 |
| RE | 16 |
| RB | 16 |
| RC | 16 |
-- worst paths after layout --
kind / start / endpoint / slack [ps] / cells after the start
max reg2reg: RD[14] / RD[14] / 3290 / 2
max: rf_addr[1] / data_out[5] / 280 / 6
min: RG[14] / RG[14] / 450 / 2
min reg2reg: RG[14] / RG[14] / 450 / 2
-- metrics by stage --
stage                     hold WS, ps  std cells  power, mW
after global placement          437.3        919      1.591
after detailed placement        445.3        919      1.596
final                           450.8        951      3.140
after floorplan                 432.2        742      1.522
after CTS                       453.0        951      3.151
after global routing            468.0        951      3.245
-- worst register-to-register path, cell delays in order (launching register included) --
cell and delay [ps]:
dfxtp_1 420, nand2_1 70, a21oi_1 150
-- synthesized netlist by cell type --
cell / number
nand2_1: 256
a21oi_1: 144
dfxtp_1: 128
buf_2: 30
mux2_2: 28
mux2_4: 25
clkbuf_1: 19
buf_4: 17
a22oi_1: 16
a221oi_1: 14
mux2_1: 11
o21ai_1: 11
buf_6: 9
o21ai_0: 5
and4b_1: 3
and4bb_2: 3
nand4bb_1: 3
a221oi_2: 2
and2_1: 2
buf_12: 2
clkbuf_2: 2
nand4b_2: 2
and4_1: 1
buf_1: 1
buf_8: 1
inv_2: 1
nand4_2: 1
nand4b_4: 1
nor2b_1: 1
nor3b_4: 1
nor4b_4: 1
or4b_1: 1
-- layer usage --
layer  routed length, um  track usage (%)  share of wire, %
met4                 291            3.969               1.7
met2                7649            34.16                45
met1                7766            33.50                45
met3                1414            5.844               8.3
met5                   0                0                 0
-- kinds of logic after synthesis --
logic type	count (synthesis)	share of synthesized area [%]
flip-flops	128	41.45
buffers and inverters	82	8.460
multiplexers	64	13.18
AND/OR/NAND/NOR	276	19.55
AND-OR/OR-AND	192	17.36
-- layout make-up --
type,instances,area [um2]
fill,1336,7958
multi-input combinational,532,3097
sequential,128,2562
timing repair buffer,70,680.7
clock buffer,23,478.0
tap,188,235.2
clock inverter,9,131.4
inverter,1,3.754
-- power by group through the flow --
stage     Clock [mW]  Sequential (mW)  Combinational (mW)
4_1_cts         1.58             1.32               0.254
5_1_grt         1.65             1.32               0.274
6_report        1.57             1.32               0.256
Power figures rest on the tool's default switching activity, not on a simulated workload.
